### design/flow/design.v
module fourbitaddsub(a,b,mode,result,overflow);
input [3:0]a,b;
input mode;
output reg[3:0]result;
output reg overflow;
reg[3:0] neg_b;
always@(*)
begin
if(mode)
begin
result=a+b;
overflow=(a[3]&b[3]&~result[3])|(~a[3]&~b[3]&result[3]);
end
else
begin
neg_b=~b+1;
result=a+neg_b;
overflow=(a[3]&neg_b[3]&~result[3])|(~a[3]&~neg_b[3]&result[3]);
end
end
endmodule
### design/flow/run.sh
#!/bin/bash
# OpenROAD 26Q1-2900-gdf79404cd8, Yosys 0.63+post, stock flow scripts
make -C /OpenROAD-flow-scripts/flow DESIGN_CONFIG=/design/flow/config.mk WORK_HOME=/design/flow/orfs finish
### design/flow/config.mk
export PLATFORM = sky130hd
export DESIGN_NAME = fourbitaddsub
export DESIGN_NICKNAME = fourbitaddsub
export VERILOG_FILES = /design/flow/design.v
export SDC_FILE = /design/flow/constraint.sdc
export NUM_CORES = 4
export LEC_CHECK = 1
export CORE_AREA = 10 10 70 70
export DIE_AREA = 0 0 80 80
### design/flow/constraint.sdc
current_design fourbitaddsub

set clk_period 2.3
set clk_io_pct 0.2

create_clock -name clk0 -period $clk_period

set non_clock_inputs [all_inputs -no_clocks]
set_input_delay [expr $clk_period * $clk_io_pct] -clock clk0 $non_clock_inputs
set_output_delay [expr $clk_period * $clk_io_pct] -clock clk0 [all_outputs]
==> impl_metrics.json <==
{
  "vias": 485,
  "die_w_um": 80,
  "warnings": 36,
  "syn2layout_area_growth_pct": 113,
  "status": "finished, violations left",
  "finalPower_mw": 0.225,
  "totalWireLength_um": 1320,
  "die_y_um": 80,
  "cts_hold_buf": 0,
  "postSynthAreaPerCell_um2": 7.88,
  "rsz0062_at_grt": "yes",
  "path_cells": "buf_8, buf_6, nor3_4, xnor2_1, inv_1, ha_4, nor3b_1, o211ai_1, nand2_1, nor4_2, buf_2",
  "fin_crit_sh_pct": 105,
  "drv_cap": 0,
  "power_density_nw_per_um2": 253,
  "slew_headroom_pct": 76.8,
  "whs_ns": 1.58,
  "clock_buffers": 0,
  "synth.cell_area_um2": 418,
  "yosysMostFrequentCell": "ha_1",
  "flop_area_um2": 0,
  "fp_util_pct": 12.2,
  "drive_gt1_share_pct": 53.5,
  "crit_type": "in2out",
  "viasPerCell": 3.67,
  "top_area_cell": "ha_1",
  "max_stage_delay_ns": 0.23,
  "ir_drop_mv": 0.106,
  "worst_setup_path_end_kind": "output pin",
  "worstHoldStart": "b[1]",
  "worstPathRequired_ns": 1.84,
  "violations": "setup timing",
  "period_needed_ns": 2.40,
  "netlist.area_leader.share_pct": 29.9,
  "cp_slowest_cell": "ha_4",
  "cp_num_buf_inv": 4,
  "grt_antenna_before_repair": 0,
  "syn_inst": 53,
  "postLayoutCoreUtil_pct": 26.1,
  "io_buffer_count": 14,
  "cp_max_fo": 5,
  "drt_iter0_drc": 13,
  "fmax_mhz": 416,
  "post-place-ws_ns": -1.15,
  "synth_cell_type_count": 22,
  "place_hpwl_um": 966,
  "cp-start-kind": "input port",
  "yosysSeqAreaShare_pct": 0,
  "ys_cells": 53,
  "row_count": 21,
  "tightest_slew_ns": 0.347,
  "core_um2": 3420,
  "p_leak_nw": 0.377,
  "grt_max_degree": 10,
  "synth_warnings": 1,
  "gr-total-overflow": 0,
  "setup_viol": 1,
  "grt_pass1_vias": 497,
  "grt_pass1_wl_um": 2170,
  "n_fill_cell": 372,
  "path_delay_family": "simple AND/OR/NAND/NOR gates",
  "ioPinCount": 14,
  "crit_start": "b[0]",
  "gp_congestion": 0.836,
  "slew_violations": 0,
  "min_path_type": "in2out",
  "setup_slack_ns": -0.104,
  "common_cells": "ha_1, inv_1, xnor2_1",
  "worstPathArrival_ns": 1.94,
  "logic_area_um2": 513,
  "firstDrtPassIters": 3,
  "area_leaders": "ha_1, xnor2_1, fa_1",
  "wl_per_cell_um": 10.0,
  "antenna_cells": 0,
  "flops": 0,
  "drc": 0,
  "ant_nets": 0,
  "finalHoldViolCount": 0,
  "grtUsageTotal_pct": 3.91,
  "ys_area_um2": 418,
  "die-area_um2": 6400
}
## path summary, 6_finish.rpt
path	endpoint	slack, ns	cells after the start
worst max-delay path	overflow	-0.10	11
worst min-delay path	result[1]	1.58	7
## metal layers
metal	routed length (um)	vias to the layer above	GRT usage, %
li1	-	257	-
met3	91	0	1.14
met2	557	13	5.62
met5	0	-	0
met4	0	0	0
met1	672	215	5.91
## cell type report
class	instances	share of cell area, %
multi-input combinational	44	57.5
timing repair buffer	35	32.3
inverter	7	3.79
tap	46	6.45
## cells in the final DEF, fill, tap and decap left out, drive strengths merged
cell type	n
clkdlybuf4s50	2
mux2i	1
nor3	3
xnor2	6
nor4bb	1
a21oi	3
fa	2
dlygate4sd2	5
nand3	3
o31ai	1
nand2	5
inv	7
nor2	1
nor3b	3
o21ai	1
nor4	1
a211oi	1
ha	10
buf	28
o2bb2ai	1
o211ai	1
## cells by family (layout without fill, tap and decap cells)
kind of cell	count (synthesis)	in the layout	synth area share, %
adders and majority gates	12	12	39.5
AOI/OAI and AO/OA	8	8	13.2
and+or+nand+nor	17	17	22.5
muxes	1	1	2.40
buffers and inverters	9	42	9.88
xor gates and xnor gates	6	6	12.6
## where the power goes
group          switching (mW)  internal [mW]
sequential                  0              0
clock                       0              0
combinational          0.0895          0.136
## through the flow
stage	setup TNS, ns	cell area (um2)	cells
floorplan	0	418	53
global placement	-3.65	698	124
detailed placement	-3.77	698	124
CTS	-0.172	853	132
global route	-0.304	892	132
finish	-0.104	892	132
## repair_timing
item                       in CTS  in global routing
cloned                          0                  0
gates resized                  57                  5
buffers inserted                9                  0
pin swaps                      13                  2
setup endpoints to repair       4                  3
Power figures rest on the tool's default switching activity, not on a simulated workload.
