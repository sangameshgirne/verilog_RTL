--- design/flow/config.mk ---
export PLATFORM = sky130hd
export DESIGN_NAME = alu
export DESIGN_NICKNAME = alu
export VERILOG_FILES = /design/flow/design.v
export SDC_FILE = /design/flow/constraint.sdc
export NUM_CORES = 4
export LEC_CHECK = 1
export CORE_AREA = 10 10 98 98
export DIE_AREA = 0 0 108 108
--- design/flow/constraint.sdc ---
current_design alu

set clk_period 7.5
set clk_io_pct 0.2

create_clock -name clk0 -period $clk_period

set non_clock_inputs [all_inputs -no_clocks]
set_input_delay [expr $clk_period * $clk_io_pct] -clock clk0 $non_clock_inputs
set_output_delay [expr $clk_period * $clk_io_pct] -clock clk0 [all_outputs]
--- design/flow/design.v ---
module alu(a,b,opcode,result);
input [3:0]a,b;
input [2:0]opcode;
output reg[7:0]result;
parameter add_op=0,
sub_op=1,
mul_op=2,
and_op=3,
or_op=4,
xor_op=5,
xnor_op=6,
not_op=7;
always@(*)
begin
case(opcode)
0:result=a+b;
1:result=a-b;
2:result=a*b;
3:result=a&b;
4:result=a|b;
5:result=a^b;
6:result=a~^b;
7:result=!a;
endcase
end
endmodule
--- design/flow/run.sh ---
#!/bin/bash
# OpenROAD 26Q1-2900-gdf79404cd8, Yosys 0.63+post, stock flow scripts
make -C /OpenROAD-flow-scripts/flow DESIGN_CONFIG=/design/flow/config.mk WORK_HOME=/design/flow/orfs finish
==> flow_metrics.py <==
# Generated from Yosys and OpenROAD reports
metrics = {
    "run_status": {
        "status": "completed",
    },
    "cts": {
        "cts_hold_buf": 0,
        "cts_resized": 0,
        "postCtsSetupBuffers": 0,
    },
    "grt": {
        "grt_pass1_wl_um": 4670,
        "grt-ovfl-total": 0,
        "use_met1_pct": 7.73,
        "grt_use_met2_pct": 6.85,
        "use_met3_pct": 0.542,
        "grt_pass1_vias": 945,
        "grt_busiest_layer": "met1",
        "grt_usage_pct": 4.75,
        "grt_antenna_before_repair": 0,
        "grt_max_degree": 21,
    },
    "worst_setup_path": {
        "crit_required_ns": 6.00,
        "critical_path.endpoint_type": "output pin",
        "critPathArrivalTime_ns": 4.93,
        "cp_max_fo": 7,
        "crit_type": "input pin to output pin",
        "start_kind": "input pin",
    },
    "power_and_ir_drop": {
        "swShare_pct": 50.0,
        "clockPowerShare_pct": 0,
        "power_density_nw_per_um2": 63.5,
        "power.internal_uw": 42.0,
        "p_sw_uw": 41.9,
        "seq_power_share_pct": 0,
        "comb_power_share_pct": 100.0,
        "ir_worst_vdd_mv": 0.0204,
        "p_leak_nw": 0.625,
    },
    "finish": {
        "ff_count": 0,
        "fill_cells": 843,
        "nClkBuffers": 0,
        "area_growth_pct": 28.6,
        "seqCellArea_um2": 0,
        "drive_above_1_share_pct": 2.61,
    },
    "routing": {
        "wl_um": 2680,
        "antenna_left": 0,
        "first_pass_iters": 4,
        "drt_iter0_markers": 46,
        "dr_total_vias": 974,
        "diodes": 0,
        "avgViaCountPerCell": 3.82,
        "wire_per_inst_um": 10.5,
        "drc": 0,
    },
    "timing": {
        "finalClockPeriodUsage_pct": 85.8,
        "rsz0062_at_grt": "false",
        "finalSetupViolations": 0,
        "worstMarginPinSlew_ns": 0.688,
        "tns_ns": 0,
        "final.setup.worst_slack_ns": 1.07,
        "fin_crit_ns": 6.43,
        "final_hold_viol_count": 0,
        "fmax_ghz": 0.155,
        "slew_headroom_pct": 54.0,
        "maxSlewViolCount": 0,
    },
    "place": {
        "place.port_buffers": 19,
        "dpl_worst_slack_ns": 1.01,
        "gp_congestion": 0.887,
        "dp_hpwl_um": 2330,
    },
    "logic_synthesis": {
        "synth.avg_cell_area_um2": 7.39,
        "synth.distinct_cells": 39,
        "ys_seq_share_pct": 0,
        "netlist_instances": 139,
        "top_cell_area_share_pct": 29.2,
        "yosysWarnings": 1,
        "synth_area_um2": 1030,
        "area_leaders": "ha_1, fa_1, a21oi_1",
        "ys_chip_area_um2": 1030,
        "yosysTopAreaCell": "ha_1",
        "yosys_cells": 139,
    },
    "die": {
        "initCoreUtil_pct": 13.4,
        "rows": 32,
        "die-height_um": 108,
        "pin_count": 19,
        "die_area_um2": 11700,
        "core-area_um2": 7650,
        "die_x_um": 108,
    },
    "worst_hold_path": {
        "hold_path_class": "input pin to output pin",
    },
    "run": {
        "warnings": 40,
        "maxCapViolCount": 0,
    },
}
[power by group through the flow]
stage / clock network, mW / logic (mW) / registers, mW
CTS: 0 / 0.0851 / 0
global route: 0 / 0.0977 / 0
finish: 0 / 0.0839 / 0
[placed cells by master (no fill, tap or decap), types with 2 or more instances in the layout]
cell             Yosys  final
nand2_1             10     10
xor2_1               4      4
o21ai_0              7      7
a21oi_1             14     14
nor3_1               3      3
a32oi_1              2      2
fa_1                 6      6
clkdlybuf4s50_1      0     19
a211oi_1             2      2
nor2b_1              4      4
a21o_1               3      3
inv_1               17     17
nor2_1              14     14
ha_1                24     24
[cells in the mapped netlist (2+ instances only)]
cell type  number
a211oi_1        2
a21o_1          3
a21oi_1        14
a32oi_1         2
buf_2           4
fa_1            6
ha_1           24
inv_1          17
nand2_1        10
nor2_1         14
nor2b_1         4
nor3_1          3
o21ai_0         7
xor2_1          4
[metal layers]
layer	share of wire, %	up-vias
li1	-	518
met1	57	433
met2	38	23
met3	4.7	0
met4	0	0
met5	0	-
[path summary, 6_finish.rpt]
| path | start | end | slack, ns | cells past startpoint |
|---|---|---|---|---|
| min | b[3] | result[4] | 4.30 | 5 |
| max | a[1] | result[7] | 1.07 | 12 |
[per-stage QoR]
step | hold WS [ns] | cell area [um2] | total power [mW] | utilization [%] | instances
after floorplan | 3.14 | 1030 | 0.0539 | - | 139
after global placement | 4.32 | 1320 | 0.0844 | 17.3 | 255
after detailed placement | 4.32 | 1320 | 0.0846 | 17.3 | 255
after CTS | 4.32 | 1320 | 0.0851 | 17.3 | 255
after global routing | 4.36 | 1320 | 0.0977 | 17.3 | 255
final | 4.30 | 1320 | 0.0839 | 17.3 | 255
[kinds of logic (layout without fill, tap and decap cells)]
kind of cell	count (synthesis)	count (layout)	share of synthesized area (%)
AND-OR/OR-AND	39	39	24.1
adder cells (fa/ha/maj)	30	30	40.9
AND/OR/NAND/NOR	39	39	18.3
buffers and inverters	23	37	8.89
multiplexers	3	3	3.53
XOR/XNOR	5	5	4.26
[final cells by class]
cell class                 count  area [um2]  share of cell area, %
tap                          102         128                   9.66
inverter                      18        67.6                   5.11
timing repair buffer          19         190                   14.4
multi-input combinational    116         936                   70.8
[worst max-delay path, stage by stage]
cell,delay (ns)
clkdlybuf4s50_1,0.63
nand2_1,0.12
fa_1,0.51
inv_1,0.05
fa_1,0.52
ha_1,0.31
a21o_1,0.16
a31o_2,0.23
a21oi_1,0.17
xor2_1,0.08
o21ai_0,0.16
clkdlybuf4s50_1,0.49
Power is estimated from default activity; no workload was simulated.
