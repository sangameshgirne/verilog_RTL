$ cat design/flow/design.v
module multiplier_4bit(a,b,product);
input [3:0] a,b;
output [7:0] product;
 wire [3:0] m0;
 wire [4:0] m1;
 wire [5:0] m2;
 wire [6:0] m3;
 wire [7:0] s1,s2,s3;
 assign m0={4{a[0]}}&b;
 assign m1={4{a[1]}}&b;
 assign m2={4{a[2]}}&b;
 assign m3={4{a[3]}}&b;
 assign s1= m0+(m1<<1);
 assign s2= s1+(m2<<2);
 assign s3= s2+(m3<<3);
 assign product=s3;
 endmodule
$ cat design/flow/run.sh
#!/bin/bash
# OpenROAD 26Q1-2900-gdf79404cd8, Yosys 0.63+post, stock flow scripts
make -C /OpenROAD-flow-scripts/flow DESIGN_CONFIG=/design/flow/config.mk WORK_HOME=/design/flow/orfs finish
$ cat design/flow/config.mk
export PLATFORM = sky130hd
export DESIGN_NAME = multiplier_4bit
export DESIGN_NICKNAME = multiplier_4bit
export VERILOG_FILES = /design/flow/design.v
export SDC_FILE = /design/flow/constraint.sdc
export NUM_CORES = 4
export LEC_CHECK = 1
export CORE_AREA = 10 10 70 70
export DIE_AREA = 0 0 80 80
$ cat design/flow/constraint.sdc
current_design multiplier_4bit

set clk_period 4.5
set clk_io_pct 0.2

create_clock -name clk0 -period $clk_period

set non_clock_inputs [all_inputs -no_clocks]
set_input_delay [expr $clk_period * $clk_io_pct] -clock clk0 $non_clock_inputs
set_output_delay [expr $clk_period * $clk_io_pct] -clock clk0 [all_outputs]
==> out/notes.md <==
The startpoint class of the critical path was an input pin. The tools report the combinational power share as 1.000. The highest clock rate is 0.228 GHz.

The tools report the number of antenna violations at the first check in global routing as 0. With the estimated wirelength of the detail-placed design at 899 um, the combined flip-flop and latch cell area is 0 um^2. The tools report the distinct cell type count after synthesis as 10. The final layout contains a sequential cell count of 0.

The path type of the worst setup path was in2out. The run gives 2 for the worst-path maximum fanout. Before any placement, the netlist area is recorded as 385 um^2. Ranked by instance count, the synthesized netlist is headed by sky130_fd_sc_hd__and2_1 (12), sky130_fd_sc_hd__ha_1 (10), sky130_fd_sc_hd__fa_1 (5). The design draws 80.4 uW. The synthesis log from Yosys contains 0 warnings. For this design the top-level I/O count stands at 16. The repair_antennas step left the layout with diodes totalling 0. The area taken by multi-input combinational cells is reported as 404 um^2. The finished layout holds 113 standard cells, fillers aside. The sequential-to-total area share from yosys stat was 0.

The worst setup path is captured at an output pin. The analysis reports a worst IR drop on VDD of 0.0240 mV. The most critical min-delay path falls under in2out. The main area contributors are sky130_fd_sc_hd__ha_1 (32%), sky130_fd_sc_hd__fa_1 (26%), sky130_fd_sc_hd__and2_1 (19%). The initial standard-cell utilization of the core came out at 0.113.

Fraction of final layout cells sized beyond drive strength 1: 0.373. Across all stage logs, warnings added up to 32. Summed over all failing endpoints, the final setup total negative slack is 0 ns. The longest individual stage delay on the worst path was 0.51 ns. The number of placed cells counting well taps was 112. Setup repair after global routing left no endpoint under its margin. Aggregate global-route resource usage: 0.0328. The die is 80 um wide. The power report puts the leakage power at 0.000368 uW. For the finished layout, the period the worst path requires is 4.39 ns.

Data required time at the worst endpoint: 3.60 ns. The data arrival time of the worst path is 3.49 ns, and the yosys stat chip area is 385 um^2. The critical path's slowest cell is sky130_fd_sc_hd__fa_1. The synthesized netlist handed to floorplanning was reported with a cell count of 42. The final count of hold timing violations was 0. Per the finish-stage timing summary, setup violations number 0. The run gives 0.199 for the core occupancy in the finished layout. The iteration count recorded for the first detailed-route pass is 4.

Of all cell types, the one taking the most synthesized area is sky130_fd_sc_hd__ha_1. In the final report, the number of pins over their slew limit comes to 0. The count of input and output buffers was 16; the detailed-route vias per instance was 3.28.

Looking at the max-slew report, the worst-margin pin has a slew of 0.175 ns. The number of DRC violations after detailed routing is 0, and the final cycle utilization of the critical path is 0.976. For the worst slack on hold paths, the log shows 2.38 ns. The clock network fraction of design power was 0. The signal on the critical path passes through dlygate4sd2_1 -> and2_4 -> fa_1 -> inv_2 -> fa_1 -> inv_1 -> ha_2 -> fa_2 -> a21o_1 -> a21oi_2 -> xnor2_1 -> buf_2.

The most common cell in the synthesized netlist is sky130_fd_sc_hd__and2_1. Power spread over the standard cell area amounts to 118 mW/mm^2. In this run the remaining antenna-violating nets after routing total 0. The overall die height came out at 80 um. The logs give 50.5 uW for the internal power component and 0.883 for the headroom to the max-slew limit. The via count of the first global-routing pass is 383, and the total wire length after detailed routing is 1.04 mm. The tools report the switching power summed over all nets as 29.9 uW. In this run the worst setup path begins at b[1]. With the top cell type's share of synthesized area at 0.325, the total congestion overflow is 0. The number of cells traversed by the worst hold path came out at 5. Summing over every cut layer, the via total after detailed routing is 371. The run gives 0 as the count of clock buffers in the final design.

The switching share of total power was 0.372; the wire length per cell after detailed routing was 9.21 um. After the first detailed-routing iteration, the DRC count stood at 15. With the die footprint at 0.00640 mm^2, the number of max-capacitance violations reported is 0.

After filler insertion, the fill cell instance count of the layout stands at 389. The worst hold path startpoint was b[3]. The area growth from synthesis to layout was 76.6%. Row generation in the floorplan step produced 21 rows. The wire length of the first global-routing pass came out at 1.77 mm. Sequential group share of total power: 0. The flow ran to the end, and the final reports show no timing, DRC or antenna violations.

The synthesized netlist was found by Yosys to have 42 cells. The run gives 9.18 um^2 for the per-instance average area after synthesis. The total area inside the core boundary comes to 0.00342 mm^2. The most numerous cell on the critical path was sky130_fd_sc_hd__fa_1. Final RePlAce weighted congestion: 0.852. Entering global routing, the biggest net connects 5 pins.
[path summary, 6_finish.rpt]
kind / to / slack [ns]
max: product[7] / 0.11
min: product[7] / 2.38
[routing by layer]
layer | track usage | part of all wire | vias to the layer above
met1 | 0.0534 | 0.53 | 171
li1 | - | - | 187
met5 | 0 | 0 | -
met2 | 0.0401 | 0.34 | 13
met3 | 0.0136 | 0.13 | 0
met4 | 0 | 0 | 0
[metrics by stage]
step / instance area [um^2] / setup WS (ns)
global placement: 663 / -0.690
CTS: 678 / 0.00192
floorplan: 385 / 0.396
finish: 681 / 0.107
global route: 681 / 0.00887
detailed placement: 663 / -0.695
[final cells by class]
cell class / instances / area share
inverters: 4 / 0.0221
multi-input cells: 38 / 0.594
well taps: 46 / 0.0846
repair buffers: 25 / 0.300
[timing repair]
action,in CTS,in global routing
hold buffers,0,0
setup endpoints to repair,4,2
setup buffers,0,1
resized,21,12
cloned,0,0
pin swaps,1,8
[power by group through the flow]
| stage | combinational [uW] | clock (uW) | sequential (uW) |
|---|---|---|---|
| CTS | 83.1 | 0 | 0 |
| global route | 92.3 | 0 | 0 |
| finish | 80.4 | 0 | 0 |
[logic make-up after synthesis]
| group | share of synthesized area |
|---|---|
| AND-OR/OR-AND | 0.0747 |
| adder cells (fa/ha/maj) | 0.584 |
| XOR/XNOR | 0.0682 |
| AND/OR/NAND/NOR | 0.234 |
| buffers and inverters | 0.0389 |
[placed cells by master, fill, tap and decap left out, drive strengths merged, types with 3 or more instances in the layout]
master	instances
fa	5
inv	4
nand2	4
clkdlybuf4s50	5
ha	10
and2	12
clkbuf	3
dlygate4sd2	3
buf	11
[worst max-delay path: cells and delay by family]
family / cells / cell delay [ns]
compound gates: 2 / 0.29
xor+xnor: 1 / 0.15
fa+ha+maj: 4 / 1.55
buf+inv: 4 / 0.46
simple gates: 1 / 0.14
Power is estimated from default activity; no workload was simulated.
